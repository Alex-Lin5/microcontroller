--- ./design.v ---
module accumulator(
    output wire [7:0] accout,
    input wire [7:0] aluin,
    input wire [7:0] regin,
    input wire [3:0] imm,
    input wire [1:0] selacc,
    input wire clk,
    input wire clb,
    input wire loadacc
);
reg [7:0] acc;
assign accout = acc;
always @(posedge clk or negedge clb) begin
    if(clb == 1'b0)
        acc <= 8'b0;
    else if (loadacc == 1'b1) begin
        case(selacc)
            2'b00: acc <= aluin;
            2'b11: acc <= {4'b0, imm};
            2'b10: acc <= regin;
        endcase
    end
end
endmodule
--- ./run.sh ---
#!/bin/bash
# OpenROAD 26Q1-2900-gdf79404cd8, Yosys 0.63+post, stock flow scripts
make -C /OpenROAD-flow-scripts/flow DESIGN_CONFIG=/design/flow/config.mk WORK_HOME=/design/flow/orfs finish
--- ./config.mk ---
export PLATFORM = sky130hd
export DESIGN_NAME = accumulator
export DESIGN_NICKNAME = accumulator
export VERILOG_FILES = /design/flow/design.v
export SDC_FILE = /design/flow/constraint.sdc
export NUM_CORES = 4
export LEC_CHECK = 1
export CORE_AREA = 10 10 75 75
export DIE_AREA = 0 0 85 85
--- ./constraint.sdc ---
current_design accumulator

set clk_period 1.0
set clk_io_pct 0.2

create_clock -name clk0 -period $clk_period [get_ports {clk}]

set non_clock_inputs [all_inputs -no_clocks]
set_input_delay [expr $clk_period * $clk_io_pct] -clock clk0 $non_clock_inputs
set_output_delay [expr $clk_period * $clk_io_pct] -clock clk0 [all_outputs]
==> GITHUB_STEP_SUMMARY <==
## PnR job results

| Metric | Value |
|---|---|
| Leak pwr | `0.000458 uW` |
| Cell area after synthesis | `520 um2` |
| DRC | `0` |
| Placed standard-cell area | `968 um2` |
| Max stage delay cell, worst path | `sky130_fd_sc_hd__dfrtp_1` |
| Detail Route Antenna Nets | `0` |
| Number of flops mapped to enable cells by yosys | `0` |
| Top reg by flops | `acc` |
| Utilization after layout | `25.6%` |
| Post-route cell area | `1040 um2` |
| Switching Power | `274 uW` |
| Part of the total power dissipated in sequential elements | `33.4%` |
| Kind of cell adding the most delay to the critical path | `flip-flops` |
| Kind of critical path | `reg -> out` |
| Commonest flop | `sky130_fd_sc_hd__dfrtp_1` |
| Ys cells | `43` |
| Routed WL | `1920 um` |
| Most instantiated library cell after synthesis | `sky130_fd_sc_hd__dfrtp_1` |
| Crit-path cells | `clkdlybuf4s15_1` |
| Critical path origin | `acc[5]` |
| Initial DRC count | `18` |
| Count of fill cells added during filler insertion | `420` |
| Vertical die size | `85 um` |
| Number of placement rows | `23` |
| Total of max-cap violations | `0` |
| Number of antenna violations at the first check in global routing | `0` |
| DR WL/cell | `13.6 um` |
| Cell type contributing the most total cell area after synthesis | `sky130_fd_sc_hd__dfrtp_1` |
| Port bufs | `32` |
| Unique masters post-synth | `14` |
| Cell-internal power | `898 uW` |
| Htree depth | `1` |
| Outcome | `completed` |
| Tightest Hold Check Type | `in -> async` |
| Fmax | `1030 MHz` |
| Routed vias/inst | `3.83` |
| Later-pin clock latency in the skew report | `0.23 ns` |
| Period Utilization, post-route | `97.3%` |
| Final Slew Violations | `0` |
| OpenROAD warnings | `25` |
| Launch instance of the worst register-to-register path | `acc[0]` |
| Worst path bufs/invs | `1` |
| Top-level I/O count | `33` |
| Logic pwr share | `33.9%` |
| Worst stage delay on the critical path | `0.37 ns` |
| Syn_area_per_cell | `12.1 um2` |
| Number of hold buffers added after cts | `0` |
| PwrDens | `1130 nW/um2` |
| Transition time of the tightest slew-check pin | `0.397 ns` |
| Clock tree from TritonCTS | `done` |
| Via count of the first global-routing pass | `607` |
| Pin count of the biggest net entering global routing | `9` |
| Via count | `540` |
| Number of instances in the synthesized netlist | `43` |
| Buffer type at the clock tree root | `sky130_fd_sc_hd__clkbuf_8` |
| Clock power frac | `32.8%` |
| Routability Congestion | `0.780` |
| Shortest period the worst path allows | `0.973 ns` |
| Number of flip-flops in the largest register | `8` |
| Initial Util | `12.8%` |
| Synth flops | `8` |
| Proportion of synthesized chip area in sequential cells | `38.5%` |
| Antenna diode count | `0` |
| Chip Area, Yosys | `520 um2` |
| Share of async-settable or async-resettable flops after synthesis | `100%` |
| Final Skew | `0 ns` |
| Clock transition time at the flip-flop clock pins of the worst setup and hold paths | `0.04 ns` |
| Worst endpoint data arrival time | `0.77 ns` |
| Biggest registers after layout | `acc (8)` |
| Final standard cell count with taps included and fillers excluded | `141` |
| Number of buffers created by CTS | `3` |
| Number of warnings printed during yosys synthesis | `1` |
| Worst supply voltage drop on vdd | `0.000371 V` |
| Die area | `7230 um2` |
| Overall Global Routing Usage | `5.05%` |
| Detailed placement HPWL | `1550 um` |
| Final setup violating endpoints | `0` |
| Number of detailed-route iterations in the first pass | `4` |
| Area contributors post-synth | `sky130_fd_sc_hd__dfrtp_1 (38%), sky130_fd_sc_hd__mux2_4 (12%), sky130_fd_sc_hd__o22ai_2 (9.6%)` |
| Max FO, Critical Path | `2` |
| Slew Limit Headroom | `73.4%` |
| Kind of capture point of the worst setup path | `output pin` |
| Sw frac | `23.4%` |
| Clk sinks | `8` |
| Syn-to-layout area delta | `99.3%` |
| Total gr overflow | `0` |
| Critical Path Start Type | `flip-flop` |
| Final Hold Vio Count | `0` |
| CTS max path bufs | `2` |
| Cells after DPL | `133` |
| Area fraction of the dominant cell type after synthesis | `38.5%` |
| Global-route wire length before repair | `3000 um` |
| WP data required | `0.80 ns` |
| Die W | `85 um` |
| Fraction of final layout cells sized beyond drive strength 1 | `40.7%` |
| Placeable core region | `4060 um2` |
per-stage QoR:
step	TNS, ns	hold WS, ns	power (uW)	worst slack [ns]
2_1_floorplan	0	-0.0956	525	0.138
3_3_place_gp	-3.18	0.476	790	-0.410
3_5_place_dp	-3.37	0.477	797	-0.449
4_1_cts	0	0.274	1200	0.00136
5_1_grt	-0.00723	0.299	1240	-0.00723
6_report	0	0.268	1170	0.0274
cell families (layout without fill, tap and decap cells):
kind of cell | count (synthesis) | after routing | share of synthesized area, %
AND-OR/OR-AND | 17 | 17 | 25.0
buffers and inverters | 5 | 53 | 10.3
flip-flops | 8 | 8 | 38.5
multiplexers | 8 | 8 | 19.2
AND/OR/NAND/NOR | 5 | 5 | 6.97
placed cells by master, fill, tap and decap left out:
cell type and n:
sky130_fd_sc_hd__a21oi_1 4, sky130_fd_sc_hd__buf_12 2, sky130_fd_sc_hd__buf_4 13, sky130_fd_sc_hd__buf_6 1
sky130_fd_sc_hd__bufbuf_16 1, sky130_fd_sc_hd__clkbuf_2 8, sky130_fd_sc_hd__clkbuf_8 3, sky130_fd_sc_hd__clkdlybuf4s15_1 1
sky130_fd_sc_hd__clkdlybuf4s50_1 21, sky130_fd_sc_hd__dfrtp_1 8, sky130_fd_sc_hd__dlygate4sd2_1 2, sky130_fd_sc_hd__inv_1 1
sky130_fd_sc_hd__mux2_4 4, sky130_fd_sc_hd__mux2i_1 4, sky130_fd_sc_hd__nand2b_1 1, sky130_fd_sc_hd__nand3b_1 4
sky130_fd_sc_hd__o21ai_0 3, sky130_fd_sc_hd__o21ai_1 1, sky130_fd_sc_hd__o21ai_2 1, sky130_fd_sc_hd__o22ai_2 4
sky130_fd_sc_hd__o2bb2ai_1 4
final cells by class:
| class | instances | area (um2) | area share, % |
|---|---|---|---|
| Multi-Input combinational cell | 30 | 270 | 26.1 |
| Sequential cell | 8 | 200 | 19.3 |
| Timing Repair Buffer | 49 | 459 | 44.3 |
| Clock buffer | 3 | 41.3 | 3.98 |
| Tap cell | 50 | 62.6 | 6.03 |
| Inverter | 1 | 3.75 | 0.362 |
repair_timing:
item,in CTS,in global routing
endpoints found under the setup margin,16,15
resized,22,8
setup buffers,3,1
hold endpoints to repair,0,0
pin swaps,1,0
cloned,1,0
power groups by stage:
stage                 Sequential (uW)  Clock, uW  Combinational (uW)
after CTS                         392        392                 413
after global routing              399        410                 431
final                             391        384                 397
per-layer routing:
metal  vias up  global-route usage, %  share of wire [%]
met5         -                      0                  0
met4         0                  0.599                1.1
li1        260                      -                  -
met3         3                   2.70                7.9
met2        23                   8.04                 50
met1       254                   6.06                 41
worst paths after layout:
path | endpoint | slack, ns | cells after the start
max | accout[5] | 0.03 | 1
min | acc[1] | 0.27 | 1
max reg2reg | acc[0] | 0.12 | 3
min reg2reg | acc[4] | 0.49 | 1
max in group asynchronous | acc[6] | 0.45 | 1
min in group clk0 | acc[1] | 0.46 | 3
Power and IR drop assume default switching activity.
